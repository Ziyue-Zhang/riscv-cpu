**flow/run.sh**
```bash
#!/bin/bash
# OpenROAD 26Q1-2900-gdf79404cd8, Yosys 0.63+post, stock flow scripts
make -C /OpenROAD-flow-scripts/flow DESIGN_CONFIG=/design/flow/config.mk WORK_HOME=/design/flow/orfs finish
```
**flow/constraint.sdc**
```tcl
current_design AXI_Bridge

set clk_period 10.0
set clk_io_pct 0.2

create_clock -name clk0 -period $clk_period [get_ports {clock}]

set non_clock_inputs [all_inputs -no_clocks]
set_input_delay [expr $clk_period * $clk_io_pct] -clock clk0 $non_clock_inputs
set_output_delay [expr $clk_period * $clk_io_pct] -clock clk0 [all_outputs]
```
**flow/config.mk**
```make
export PLATFORM = sky130hd
export DESIGN_NAME = AXI_Bridge
export DESIGN_NICKNAME = AXI_Bridge
export VERILOG_FILES = /design/flow/design.v
export SDC_FILE = /design/flow/constraint.sdc
export NUM_CORES = 4
export LEC_CHECK = 1
export CORE_AREA = 10 10 289 289
export DIE_AREA = 0 0 299 299
```
**flow/design.v**
```verilog
           module AXI_Bridge
           (
               input         clock,
               input         reset,
               input         inst_req     ,
               input         inst_wr      ,
               input  [1 :0] inst_size    ,
               input  [63:0] inst_addr    ,
               input  [63:0] inst_wdata   ,
               output [63:0] inst_rdata   ,
               output        inst_addr_ok ,
               output        inst_data_ok ,
               input         data_req     ,
               input         data_wr      ,
               input  [1 :0] data_size    ,
               input  [63:0] data_addr    ,
               input  [63:0] data_wdata   ,
               output [63:0] data_rdata   ,
               output        data_addr_ok ,
               output        data_data_ok ,
               output [3 :0] arid         ,
               output [63:0] araddr       ,
               output [7 :0] arlen        ,
               output [2 :0] arsize       ,
               output [1 :0] arburst      ,
               output [1 :0] arlock        ,
               output [3 :0] arcache      ,
               output [2 :0] arprot       ,
               output        arvalid      ,
               input         arready      ,
               input  [3 :0] rid          ,
               input  [63:0] rdata        ,
               input  [1 :0] rresp        ,
               input         rlast        ,
               input         rvalid       ,
               output        rready       ,
               output [3 :0] awid         ,
               output [63:0] awaddr       ,
               output [7 :0] awlen        ,
               output [2 :0] awsize       ,
               output [1 :0] awburst      ,
               output [1 :0] awlock       ,
               output [3 :0] awcache      ,
               output [2 :0] awprot       ,
               output        awvalid      ,
               input         awready      ,
               output [3 :0] wid          ,
               output [63:0] wdata        ,
               output [7 :0] wstrb        ,
               output        wlast        ,
               output        wvalid       ,
               input         wready       ,
               input  [3 :0] bid          ,
               input  [1 :0] bresp        ,
               input         bvalid       ,
               output        bready
           );
wire resetn = !reset;
reg do_req;
reg do_req_or;  
reg        do_wr_r;
reg [1 :0] do_size_r;
reg [63:0] do_addr_r;
reg [63:0] do_wdata_r;
wire data_back;
assign inst_addr_ok = !do_req&&!data_req;
assign data_addr_ok = !do_req;
always @(posedge clock)
begin
    do_req     <= !resetn                       ? 1'b0 :
                  (inst_req||data_req)&&!do_req ? 1'b1 :
                  data_back                     ? 1'b0 : do_req;
    do_req_or  <= !resetn ? 1'b0 :
                  !do_req ? data_req : do_req_or;
    do_wr_r    <= data_req&&data_addr_ok ? data_wr :
                  inst_req&&inst_addr_ok ? inst_wr : do_wr_r;
    do_size_r  <= data_req&&data_addr_ok ? data_size :
                  inst_req&&inst_addr_ok ? inst_size : do_size_r;
    do_addr_r  <= data_req&&data_addr_ok ? data_addr :
                  inst_req&&inst_addr_ok ? inst_addr : do_addr_r;
    do_wdata_r <= data_req&&data_addr_ok ? data_wdata :
                  inst_req&&inst_addr_ok ? inst_wdata :do_wdata_r;
end
assign inst_data_ok = do_req&&!do_req_or&&data_back;
assign data_data_ok = do_req&& do_req_or&&data_back;
assign inst_rdata   = rdata;
assign data_rdata   = rdata;
reg addr_rcv;
reg wdata_rcv;
assign data_back = addr_rcv && (rvalid&&rready||bvalid&&bready);
always @(posedge clock)
begin
    addr_rcv  <= !resetn          ? 1'b0 :
                 arvalid&&arready ? 1'b1 :
                 awvalid&&awready ? 1'b1 :
                 data_back        ? 1'b0 : addr_rcv;
    wdata_rcv <= !resetn        ? 1'b0 :
                 wvalid&&wready ? 1'b1 :
                 data_back      ? 1'b0 : wdata_rcv;
end
assign arid    = 4'd0;
assign araddr  = do_addr_r;
assign arlen   = 8'd0;
assign arsize  = do_size_r;
assign arburst = 2'd0;
assign arlock  = 2'd0;
assign arcache = 4'd0;
assign arprot  = 3'd0;
assign arvalid = do_req&&!do_wr_r&&!addr_rcv;
assign rready  = 1'b1;
assign awid    = 4'd0;
assign awaddr  = do_addr_r;
assign awlen   = 8'd0;
assign awsize  = do_size_r;
assign awburst = 2'd0;
assign awlock  = 2'd0;
assign awcache = 4'd0;
assign awprot  = 3'd0;
assign awvalid = do_req&&do_wr_r&&!addr_rcv;
assign wid    = 4'd0;
assign wdata  = do_wdata_r;
assign wstrb  = do_size_r==2'd0 ? 8'b00000001<<do_addr_r[2:0] :
                do_size_r==2'd1 ? 8'b00000011<<do_addr_r[2:0] :
                do_size_r==2'd2 ? 8'b00001111<<do_addr_r[2:0] : 8'b11111111;
assign wlast  = 1'd1;
assign wvalid = do_req&&do_wr_r&&!wdata_rcv;
assign bready  = 1'b1;
endmodule
```
==> flow_summary.toml <==
# generated from flow reports
[floorplanning]
io_pins = 742
initial_utilization_pct = 10.5
dieArea_mm2 = 0.0894
dieHeight_um = 299
rows = 102
die_x_um = 299
core_area_mm2 = 0.0773

[grt]
grt_max_degree = 51
antenna_found_initial = 2
gr-total-overflow = 0
grt_pass1_vias = 5803
groute.usage.overall_pct = 6.59
grt_pass1_wl_mm = 42.2

[yosys]
synth-cells-yosys = 590
yosysUniqueCellTypes = 31
syn_avg_cell_area_um2 = 13.7
syn_area_mm2 = 0.00810
ys.flops = 135
ys_seq_share_pct = 49.6
top_cells_by_area = "edfxtp_1 49%, buf_4 23%, mux2_4 15%"
synth.largest_area_cell = "edfxtp_1"
ys_warn_count = 1
top_cell_area_share_pct = 48.6
syn_inst = 590
ys_chip_area_mm2 = 0.00810

[clocking]
holdBufCountCts = 0
clock_sinks = 135
cts.path.max_buffers = 2
cts_tree = "yes"
htreeDepth = 4
clk_transition_reported_paths_ns = 0.05
clock.latency.late_pin_ns = 0.46
clockRootBuffer = "clkbuf_16"
cts_resized = 0
cts_buffers = 17
postCtsSetupRepairBufs = 0

[timing]
layout_min_cycle_time_ns = 5.41
rsz0062_at_grt = "no"
slew_violations = 0
setup_viol_count_final = 0
fin_skew_ns = 0.0102
hold_violations = 0
tns_ns = 0
relSlewSlack_pct = 50.0
fin_crit_sh_pct = 54.1
worst_pin_slew_ns = 0.751
fmax_mhz = 185

[pwr]
sw_frac_of_total_pct = 23.7
p_per_area_mw_per_mm2 = 130
p_leak_nw = 4.56
p_sw_mw = 0.402
pwr-share-comb_pct = 21.9
ir_worst_vdd_uv = 84.0
cell_internal_pwr_mw = 1.29
power_mw = 1.70
seqPwrFrac_pct = 42.4
p_clk_share_pct = 35.7

[placement]
place_congestion = 0.912
dp_hpwl_mm = 26.3
port_buffers = 481
placed_cells = 1902
placed_cell_area_mm2 = 0.0125

[route]
wl_met3_mm = 4.60
met2RoutedLength_mm = 13.9
drt.antenna.violating_nets = 0
drt-wirelength-per-cell_um = 16.0
drt-total-wl_mm = 30.9
drc_errors = 0
met1Wirelength_mm = 11.5
viasPerCell = 2.64
drt_iter0_drc = 94
antennaDiodeCount = 0
topRoutingLayerUsed = "met5"
firstDrtPassIters = 4
vias = 5106

[flow_run]
warnings = 38
max-cap-violations = 0

[layout]
lay_top_count = "clkdlybuf4s50_1"
fin_area_mm2 = 0.0130
final_cell_mix = "481 x clkdlybuf4s50_1, 131 x edfxtp_1, 79 x mux2_4, 55 x conb_1, 52 x mux2_2"
area_growth_pct = 60.4
final_layout_size_suffix_gt1_share_pct = 18.7
final_util_pct = 16.8
final_cells = 1933

[critical_path]
critPathKind = "in2out"
path_max_fanout = 3
end_kind = "output pin"
required_ns = 8.00
arrival_ns = 3.41
startpoint_type = "input pin"

[outcome]
status = "complete, no violations"

[worst_hold_path]
holdCritPathClass = "reg2reg"
==> synth_stat cells (all sizes together) <==
master / instances
nor3: 2
edfxtp: 131
conb: 2
nor3b: 1
mux2i: 1
and3b: 2
a211oi: 1
and2: 1
a21oi: 8
clkbuf: 4
mux2: 131
dfxtp: 4
or3: 1
a2bb2oi: 1
a22oi: 1
nand3: 1
nand3b: 1
o22ai: 1
nand2b: 1
nand4: 1
nor2b: 2
buf: 264
inv: 3
o31ai: 1
o211ai: 2
nor2: 11
o21ai: 8
nand2: 3
==> worst max-delay path, cell delays in order <==
cell	delay, ns
clkdlybuf4s50_1	0.42
o21ai_0	0.33
nor2_1	0.09
and2_1	0.17
clkdlybuf4s50_1	0.40
==> final timing paths <==
kind	from	end	slack (ns)	cells after the start
setup / recovery	bvalid	data_data_ok	4.59	5
hold / removal	wdata_rcv	wdata_rcv	0.51	2
setup reg to reg	do_req	do_wdata_r[56]	7.55	3
hold reg to reg	wdata_rcv	wdata_rcv	0.51	2
==> through the flow <==
stage,hold slack (ns),setup slack [ns]
floorplan,0.462,1.83
global placement,0.492,4.54
detailed placement,0.498,4.59
CTS,0.515,4.59
global route,0.549,4.43
finish,0.513,4.59
==> cells by family (layout without fill, tap and decap cells) <==
family	count (synthesis)	count (layout)	share of synthesized area [%]
other	2	55	0.0927
buffers and inverters	271	521	25.0
multiplexers	132	132	22.0
flip-flops	135	135	49.6
AND/OR/NAND/NOR	27	27	1.70
AND-OR/OR-AND	23	23	1.64
==> power groups by stage <==
stage     Clock [mW]  Sequential [mW]  Combinational [mW]
6_report       0.606            0.718               0.371
5_1_grt        0.671            0.725               0.402
4_1_cts        0.651            0.721               0.383
==> layout make-up <==
type	count	area [um2]
clock buffer	17	425
clock inverter	14	111
fill	8486	64300
inverter	3	11.3
multi-input combinational	237	2270
sequential	135	4010
tap	1040	1300
timing repair buffer	487	4860
==> sequential cells by signal, summed over array words and instances, names as in the netlist <==
register / count
do_addr_r: 64
do_size_r: 2
do_req: 1
do_wr_r: 1
wdata_rcv: 1
do_req_or: 1
addr_rcv: 1
do_wdata_r: 64
==> routing by layer <==
layer  global-route usage, %  vias to the layer above
met5                       0                        -
met4                    1.61                        2
met3                    4.58                       53
met2                    10.3                      484
met1                    7.24                     2222
li1                        -                     2345
Power figures rest on the tool's default switching activity, not on a simulated workload.
